`design.v`:
```
module ad9226_ctrl
( 
	input		wire				clk_i				,
	input		wire				rstn_i			,
	input		wire	[11:0]	signal_i			,
	output	reg	[11:0]	wave_data_o     		
);
always@(negedge clk_i or negedge rstn_i)
	if(rstn_i ==1'b0)			
		wave_data_o <=16'd0;
	else 
		wave_data_o <=signal_i[11]*16'd2048 +signal_i[10]*16'd1024 +signal_i[9]*16'd512 +signal_i[8]*16'd256 +signal_i[7]*16'd128 +signal_i[6]*16'd64 +signal_i[5]*16'd32 +signal_i[4]*16'd16 +signal_i[3]*16'd8 +signal_i[2]*16'd4 +signal_i[1]*16'd2 +signal_i[0];	
endmodule
```
`run.sh`:
```
#!/bin/bash
# OpenROAD 26Q1-2900-gdf79404cd8, Yosys 0.63+post, stock flow scripts
make -C /OpenROAD-flow-scripts/flow DESIGN_CONFIG=/design/flow/config.mk WORK_HOME=/design/flow/orfs finish
```
`config.mk`:
```
export PLATFORM = sky130hd
export DESIGN_NAME = ad9226_ctrl
export DESIGN_NICKNAME = ad9226_ctrl
export VERILOG_FILES = /design/flow/design.v
export SDC_FILE = /design/flow/constraint.sdc
export NUM_CORES = 4
export LEC_CHECK = 1
export CORE_AREA = 10 10 70 70
export DIE_AREA = 0 0 80 80
```
`constraint.sdc`:
```
current_design ad9226_ctrl

set clk_period 1.0
set clk_io_pct 0.2

create_clock -name clk0 -period $clk_period [get_ports {clk_i}]

set non_clock_inputs [all_inputs -no_clocks]
set_input_delay [expr $clk_period * $clk_io_pct] -clock clk0 $non_clock_inputs
set_output_delay [expr $clk_period * $clk_io_pct] -clock clk0 [all_outputs]
```
==> Slide: Implementation Results <==
Synthesis and Place & Route Summary

Yosys
  – Yosys cell count: 12
  – Mapped Area: 300 um^2
  – Post-Synthesis Mean Instance Area: approximately 25 um^2
  – Flops after synth: 12
  – Gate Count Post-Synth: 12
  – Distinct lib cells: 1
  – YS chip area: around 300 um^2
  – YS warnings: 1
  – Seq share, synth: about 100%

Cells and area
  – Max reg flops: 12
  – Final core occ: between 15 and 20%
  – Logic area: 0 um^2
  – Largest Register: wave_data_o
  – Number of fill cells in the layout: around 380
  – Mi-comb count: 0
  – Fraction of layout cells with a size suffix above 1: 40.5%
  – Layout Cells excl Fill: 88
  – Top flop regs: wave_data_o (12)
  – Area Growth Syn to Fin: 101%

Setup path
  – Worst Path Required: about 800 ps
  – Crit. path cell count: 1
  – Crit path max-delay family: flip-flops
  – Crit Path Category: register to output pin
  – Worst-path cell chain: buf_2
  – CP max stage delay: a little under 400 ps
  – Worst EP arrival: 1240 ps
  – CP Buf/Inv Count: 1
  – Worst setup path start: wave_data_o[0]
  – Slowest cell on crit path: dfrtn_1
  – Critical Path Start Type: register
  – Setup crit end: wave_data_o[0]
  – Worst Setup End Kind: output pin
  – Worst Path Max Fanout: 1

Power
  – P per Cell Area: between 1500 and 2000 nW/um^2
  – Tot Pwr: 0.000971 W
  – Worst vdd ir: approximately 0.77 mV
  – Leakage power: 0.268 nW

Outcome
  – Status: finished, violations left
  – Failing checks: negative setup slack

Clock network
  – CTS Buffer Depth: 2
  – Setup bufs post-CTS: 0
  – CTS tree: built
  – Sink Count: 12
  – Clock transition at path regs: about 50 ps
  – # hold bufs at CTS: 0
  – Root buffer cell: clkbuf_4
  – Total CTS buffers: 3
  – CTS H-tree depth: 1

Die
  – Die width: 80 um
  – Die area: 6400 um^2
  – Core area: around 3400 um^2
  – FP Core Util: under 10%
  – FP Rows: 21
  – Die Y: 80 um
  – I/O pins: 26

Route
  – Final wirelength: between 800 and 900 um
  – Final ANT Viol Nets: 0
  – Vias per cell: 2.47
  – First drt pass iteration count: 2
  – ANT cells: 0
  – Vias: roughly 220
  – Iter 0 DRT Violations: 1
  – Post-route DRC: 0
  – Avg WL per Cell: approximately 10 um

Global routing
  – Largest net degree at the start of global routing: 13
  – Initial antenna violation count: 0
  – Total Routing Usage GR: approximately 2.8%
  – First-pass GRT wire length: between 1 and 1.5 mm
  – Total congestion overflow: 0
  – Vias in the first global route: around 250

Timing
  – RSZ-0062 raised after global routing: true
  – WHS: about 640 ps
  – Final-report max-slew violation count: 0
  – Hold Vio Cnt, Final: 0
  – Slew headroom: between 90% and 100%
  – Final setup vio count: 13
  – Setup TNS: -5250 ps
  – Slew of the pin with the lowest slew margin: 116 ps
  – Setup WS post-layout: -444 ps

Place
  – Input/output buffers: 25
  – Routability congestion estimate: between 0.7 and 0.8
  – Placed insts: 84

Run
  – Log Warnings: 28
  – Max cap viols: 0

Min path
  – HP Class: primary input to asynchronous set/reset pin
-- layout by cell type (no fill, tap or decap), drive strengths merged --
| cell type | n |
|---|---|
| clkbuf | 4 |
| buf | 13 |
| dfrtn | 12 |
| clkdlybuf4s50 | 13 |
-- stage by stage --
step	instance area (um^2)	setup slack, ps
2_1_floorplan	300	-37.2
3_3_place_gp	628	-552
3_5_place_dp	628	-550
4_1_cts	604	-467
5_1_grt	604	-499
6_report	604	-444
-- what timing repair did --
action | CTS | global route
cloned | 0 | 0
setup endpoints to repair | 12 | 12
resized | 36 | 0
pin swaps | 0 | 0
-- area by class of cell --
type	instances	area, um^2	share of cell area, %
repair buffers	26	210	34.8
well taps	46	57.6	9.52
flip-flops and latches	12	300	49.7
clock buffers	4	36.3	6.00
-- per-layer routing --
| metal | share of wire, % | wire length (um) | global-route usage, % |
|---|---|---|---|
| met1 | 36 | 325 | 2.67 |
| met2 | 41 | 370 | 3.85 |
| met3 | 22 | 194 | 3.30 |
| met4 | 0.45 | 4 | 0.352 |
| met5 | 0 | 0 | 0 |
-- logic make-up after synthesis --
family | after synthesis | share of synthesized area, %
flip-flops | 12 | 100
-- power breakdown --
part / switching (W) / internal (W)
registers: 0.00000497 / 0.000514
clock network: 0.000142 / 0.000221
logic: 0.0000219 / 0.0000672
total: 0.000169 / 0.000802
-- worst min-delay path by stage --
stage	startpoint	depth (start not counted)	to
4_1_cts	rstn_i	2	wave_data_o[10]
6_report	rstn_i	2	wave_data_o[1]
5_1_grt	rstn_i	2	wave_data_o[3]
-- synthesized netlist by cell type --
| library cell | count | area share [%] |
|---|---|---|
| dfrtn_1 | 12 | 100 |
Power and IR drop assume default switching activity.
